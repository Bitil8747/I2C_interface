==> flow/design.v <==
module master_device (CLK, reset, SDA, SCL, dir);
input CLK;
input reset;
inout reg SDA;
output wire SCL;
output reg dir;
localparam STATE_IDLE = 0;
localparam STATE_START = 1;
localparam STATE_ADDR = 2;
localparam STATE_RW = 3;
localparam STATE_WACK = 4;
localparam STATE_WACK2 = 5;
localparam STATE_WACK3 = 6;
localparam STATE_DATA = 7;
localparam STATE_INPUT_DATA = 8;
localparam STATE_WACK_TO_STOP = 9;
localparam STATE_WACK_TO_STOP2 = 10;
localparam STATE_WACK_TO_STOP_WAIT = 11;
localparam STATE_WACK_TO_STOP2_WAIT = 12;
localparam STATE_STOP = 13;
reg [7:0] state;  
reg [6:0] addr;  
reg [7:0] count;  
reg [7:0] data;  
reg [7:0] input_data;  
reg scl_enable = 0;  
reg resend = 0;  
reg SDA_level;  
reg diraction;  
reg RW;  
assign dir = diraction;
assign SCL = (scl_enable == 0) ? 1: ~CLK;
assign SDA = (dir == 0) ? SDA_level: 8'bZ;
always@(negedge CLK) begin
	if(reset == 1) begin
		scl_enable <= 0;
	end 
	else begin
		if((state == STATE_IDLE) || (state == STATE_START) || (state == STATE_STOP) || (state == STATE_WACK2) || (state == STATE_WACK_TO_STOP2)) begin
			scl_enable <= 0;
		end
		else begin
			scl_enable <= 1;
		end
	end
end
always@(posedge CLK) begin
	if(reset == 1) begin
		state <= 0;
		SDA_level <= 1;
		addr <= 7'b1100111;
		count <= 8'd0;
		data <= 8'b10101010;
		diraction <= 0;
		RW <= 0;
	end 
	else begin
		case(state)
		STATE_IDLE: begin  
			SDA_level <= 1;
			state <= STATE_START; 
			end
		STATE_START: begin  
			SDA_level <= 0;
			state <= STATE_ADDR; 
			count <= 6; 
			end
		STATE_ADDR: begin  
			SDA_level <= addr[count];			
			if(count == 0) state <= STATE_RW; 
			else count <= count - 1; 
			end
		STATE_RW: begin  
			if(RW == 0) begin
				SDA_level <= 0; 
			end
			if(RW == 1) begin
				SDA_level <= 1;
			end
			state <= STATE_WACK;
			end
		STATE_WACK: begin  
			diraction <= 1;
			if(RW == 0) begin
				state <= STATE_WACK2; 
				count <= 7;
				end
			if(RW == 1) begin
				state <= STATE_WACK3;
				count <= 7;
				end
			end
		STATE_WACK2: begin  
			if(SDA == 1) begin
				state <= STATE_STOP;
				SDA_level <= 0;
				diraction <= 0;
				end
			if(SDA == 0) begin
				state <= STATE_WACK_TO_STOP2_WAIT; 
				SDA_level <= 0;
				count <= 7;
				diraction <= 0;
				end
			end
		STATE_WACK3: begin  
			if(SDA == 1) begin
				state <= STATE_STOP; 
				SDA_level <= 0;
				diraction <= 0;
				end
			if(SDA == 0) begin
				state <= STATE_INPUT_DATA;
				count <= 7;
				diraction <= 1;
				end
			end
		STATE_DATA: begin
			diraction <= 0;
			SDA_level <= data[count];
			if(count == 0) state <= STATE_WACK_TO_STOP; 
			else count <= count - 1;
			end
		STATE_INPUT_DATA: begin
			diraction <= 1;
			input_data[count] <= SDA;
			if(count == 0) begin
				state <= STATE_WACK_TO_STOP2;
				diraction <= 0;
			end
			else begin 
				count <= count - 1;
			end
		end
		STATE_WACK_TO_STOP: begin 
			diraction <= 1;
			SDA_level <= 0;
			state <= STATE_WACK_TO_STOP_WAIT; 
			end
		STATE_WACK_TO_STOP2: begin 
			SDA_level <= 1;
			state <= STATE_WACK_TO_STOP2_WAIT; 
			end
		STATE_WACK_TO_STOP_WAIT: begin 
			state <= STATE_STOP; 
			end
		STATE_WACK_TO_STOP2_WAIT: begin 
			diraction <= 0;
			SDA_level <= 0;
			state <= STATE_STOP; 
			end
		STATE_STOP: begin  
			diraction <= 0;
			SDA_level <= 1;
			if(resend == 1) state <= STATE_IDLE;
			end
		endcase
	end
end
endmodule
==> flow/run.sh <==
#!/bin/bash
# OpenROAD 26Q1-2900-gdf79404cd8, Yosys 0.63+post, stock flow scripts
make -C /OpenROAD-flow-scripts/flow DESIGN_CONFIG=/design/flow/config.mk WORK_HOME=/design/flow/orfs finish
==> flow/config.mk <==
export PLATFORM = sky130hd
export DESIGN_NAME = master_device
export DESIGN_NICKNAME = master_device
export VERILOG_FILES = /design/flow/design.v
export SDC_FILE = /design/flow/constraint.sdc
export NUM_CORES = 4
export LEC_CHECK = 1
export CORE_AREA = 10 10 88 88
export DIE_AREA = 0 0 98 98
==> flow/constraint.sdc <==
current_design master_device

set clk_period 4.2
set clk_io_pct 0.2

create_clock -name clk0 -period $clk_period [get_ports {CLK}]

set non_clock_inputs [all_inputs -no_clocks]
set_input_delay [expr $clk_period * $clk_io_pct] -clock clk0 $non_clock_inputs
set_output_delay [expr $clk_period * $clk_io_pct] -clock clk0 [all_outputs]
==> CHANGELOG.md <==
## Implementation

- Post-synthesis instance area: 941 µm²
- Top cells by count: dfxtp_1, a21oi_1, nor2_1, nor3_1, nand2_1
- Ys flops: 21
- Rows: 28
- Die Height: 98 µm
- Register share after synthesis: ~45%
- Ys flop type: dfxtp_1
- Post-synth top area cell: dfxtp_1
- # hold bufs at CTS: 0
- Main area contributors: dfxtp_1, a21oi_1, nor3_1
- Synthesized instance count: 102
- Mean area per synthesized cell: 9.22 µm²
- Distinct lib cells: 34
- Fraction of registers with async set/reset: 0%
- Yosys chip area: 941 µm²
- Post-CTS setup buffers: 0
- Flip-flops with a built-in enable: 0
- Die X: around 98 µm
- FP Core Util: approximately 16%
- Run Error: [error] [KeplerFormal.cpp:679] Workflow failed: Iso has multiple drivers: .SDA0, SDA$_SDFFE_PP1P_.Q0
- DP Area: 1040 µm²
- Most frequent cell after synthesis: dfxtp_1
- Ports: 5
- Gp weighted congestion: between 0.8 and 0.9
- Post-DP HPWL: around 1200 µm
- Placed cells: about 180
- Post-cts repair resize count: 1
- Status: stopped before the end
- Last stage: clock tree synthesis (4_1_cts)
- Ys cells: ~100
- Dominant cell area share: around 45%
- Port buffer count: 3
- Synth warn: 4
## stage by stage
stage | worst slack [ns] | power (mW) | util (%)
after detailed placement | 0.0783 | 0.334 | 17.6
after floorplan | 0.539 | 0.313 | -
after global placement | 0.0919 | 0.333 | 17.6
## cells by family after synthesis
kind of cell,count (synthesis),synth area share [%]
compound gates,25,17.7
buf+inv,8,4.79
xor+xnor,1,0.931
fa+ha+maj,2,2.66
mux,2,2.13
flops,21,44.7
simple gates,43,27.1
Power is estimated from default activity; no workload was simulated.
